`run.sh`:
```
#!/bin/bash
# OpenROAD 26Q1-2900-gdf79404cd8, Yosys 0.63+post, stock flow scripts
make -C /OpenROAD-flow-scripts/flow DESIGN_CONFIG=/design/flow/config.mk WORK_HOME=/design/flow/orfs finish
```
`config.mk`:
```
export PLATFORM = sky130hd
export DESIGN_NAME = Mux
export DESIGN_NICKNAME = Mux
export VERILOG_FILES = /design/flow/design.v
export SDC_FILE = /design/flow/constraint.sdc
export NUM_CORES = 4
export LEC_CHECK = 1
export CORE_AREA = 10 10 70 70
export DIE_AREA = 0 0 80 80
```
`constraint.sdc`:
```
current_design Mux

set clk_period 1.0
set clk_io_pct 0.2

create_clock -name clk0 -period $clk_period

set non_clock_inputs [all_inputs -no_clocks]
set_input_delay [expr $clk_period * $clk_io_pct] -clock clk0 $non_clock_inputs
set_output_delay [expr $clk_period * $clk_io_pct] -clock clk0 [all_outputs]
```
`design.v`:
```
module Mux (a,b,s,c);
    input [31:0]a,b;
    input s;
    output [31:0]c;
    assign c = (~s) ? a : b ;
endmodule
```
==> flow_results.org <==
#+TITLE: Synthesis and PnR summary

** Power
- The analysis attributes to cell leakage a power of between 0.9 and 1 nW.
- Net switching power of the design :: 140.8 uW
- Combinational cells account for 100.0% of the total power.
- Pint :: 519.2 uW
- IR Drop Worst-Case VDD :: 0.1734 mV
- Per the summary, power density relative to cell area is between 300 and 400 nW/um2.
- The completed layout was analyzed and its total power is 659.9 uW.
- Of the total power, registers draw 0%.
- The share of total power dissipated in the clock network is 0%.
- The script computed the net switching share of total power as a little over a fifth.

** GRT
- Entering global routing, the biggest net connects 8 pins.
- The global routing report lists combined usage of all routing layers as 7.873%.
- Wire length of the first global-routing pass :: between 4 and 5 mm
- The total overflow left after global routing is 0.
- Number of antenna violations at the first check in global routing :: 0
- Via count of the first global-routing pass :: 824

** Min path
- Hold Path Depth :: 3
- For hold timing, the worst endpoint is c[24].
- Path category of the worst min-delay check :: primary input to output pin
- STA lists the startpoint of the worst hold path as a[24].

** Critical path
- For reference, the critical path cell chain is buf_12 > buf_12 > buf_8 > mux2_4 > buf_6.
- The critical path runs through a total of 5 cells.
- Among all stages on the critical path, the maximum delay recorded is 300 ps.
- Worst path top cell family by delay :: buffers and inverters
- Setup crit end kind :: output pin
- Worst Path Required :: roughly 800 ps
- The arrival time of data at the worst endpoint is listed as 980 ps.
- The critical path is of the primary input to output pin type.
- CP max stage cell :: mux2_4
- Most used cell, CP :: buf_12
- Crit start category :: primary input
- Worst setup path startpoint :: s
- Max fanout on the critical path was recorded as 7.
- Critical path buffer and inverter count :: 4

** Floorplan
- The initialized floorplan defines 21 standard-cell rows.
- Vertical die dimension :: 80 um
- For this configuration, the core starts out at a cell density of 15.93%.
- Floorplan core area :: 3416 um2
- The die is 80 um wide.
- Area of the chip :: 6400 um2
- Pin placement for this block handled 97 I/O pins.

** Status
- Status :: finished, violations left
- Failing checks :: negative setup slack

** Timing
- RSZ-0062 raised after global routing :: true
- OpenROAD reports that the post-layout worst path occupies 117.5% of the period.
- Max_slew headroom :: 95.92%
- Per the timing report, the achievable frequency comes out to roughly 850 MHz.
- Setup violations, final :: 32
- Looking at the max-slew report, the worst-margin pin has a slew of 61.11 ps.
- Final Slew Violations :: 0
- After layout, the worst setup slack is -175.4 ps.
- Hold violation count in the final report :: 0
- Final hold analysis gives a worst-case slack of 694.3 ps.
- Clock period minus worst slack :: 1175 ps

** Yosys
- Before any placement, the netlist area is recorded as approximately 540 um2.
- Area contributors post-synth :: mux2_4 (83%), buf_12 (11%), mux2_2 (4.1%)
- Warnings reported by Yosys during synthesis add up to 0.
- Per the post-synthesis stats, the area per cell is 15.12 um2.
- Top cell type's share of synthesized area :: 82.76%
- Synthesis produced a netlist whose cell count is 36.
- Top cell type by instance count after synthesis :: mux2_4
- Cell type with the largest total area after synthesis :: mux2_4
- In the Yosys stats the netlist draws on 4 distinct library cells.
- Total cells reported by yosys after synthesis :: 36
- Post-synthesis chip area from yosys :: 544.3 um2
- Sequential-to-total area share from yosys stat :: 0%
- Top cell types by occurrence after synthesis :: mux2_4 (30), buf_12 (3), mux2_2 (2)

** Finish
- Per the final layout report, the fraction of cells sized above drive strength 1 comes to 56.16%.
- Sequential cells placed in the final layout were counted as 0.
- Per the layout area report, the register area comes to 0 um2.
- After layout, the clock buffer instance count stands at 0.
- Per the layout area report, the combinational gate area comes to ~480 um2.
- Synth-to-Final Area Change :: 212.0%
- Number of fillers in the final layout :: about 330

** Detailed routing
- Vias per inst :: 3.802
- The wire length recorded after detailed routing is roughly 2.8 mm.
- Per the log, the first TritonRoute iteration ended with a DRC count of 4.
- Across all layers, the routed design uses 730 vias.
- Nets still carrying antenna violations after routing amount to 0.
- 0 antenna diodes ended up in the layout.
- The first detailed-routing pass ran for 2 iterations.
- After detailed routing, the number of remaining DRC violations is 0.
- Routed length per placed instance :: 14.84 um

** Run
- The tool warning count for the run is 34.
- # Max-Cap Violations :: 0

** Placement
- After its last routability iteration, the placer logged a weighted congestion of 0.7595.
- Detailed placement ended at an HPWL of between 2 and 2.5 mm.
- Number of buffer cells added on primary ports :: 97
[cells by family after synthesis]
logic type             Yosys count  share of synthesized area, %
multiplexers                    32                         86.90
buffers and inverters            4                         13.10
[routing by layer]
metal	GRT usage [%]	vias to the layer above	wire [um]
met5	0	-	0
met4	0	0	0
met3	3.068	0	313
met2	14.29	51	1394
met1	8.965	317	1142
li1	-	362	-
[timing repair]
item | in CTS | in global routing
hold buffers | 0 | 0
buffers inserted | 14 | 0
endpoints found under the setup margin | 32 | 32
resized | 170 | 23
gates cloned | 1 | 0
[through the flow]
stage	setup slack [ps]	utilization (%)	TNS [ps]	instance area [um2]	instances
finish	-175.4	49.71	-5032	1698	192
detailed placement	-496.6	44.98	-15270	1536	177
floorplan	66.90	-	0	544.3	36
global placement	-492.2	44.98	-15250	1536	177
global route	-193.8	49.71	-5619	1698	192
CTS	-177.7	47.03	-5196	1607	192
[power groups by stage]
stage                 Clock [mW]  Combinational, mW  Sequential [mW]
final                          0              0.660                0
after global routing           0              0.706                0
after CTS                      0              0.644                0
[layout by cell type, fill, tap and decap left out]
cell             synthesis  final
dlygate4sd2_1            0     40
buf_4                    0      2
dlymetal6s2s_1           0     14
buf_8                    0      3
mux2_4                  30     32
buf_6                    1     29
buf_2                    0     12
clkdlybuf4s50_1          0     10
buf_16                   0      1
buf_12                   3      3
[tightest hold or removal path: cells and delay by family]
| family | cells | cell delay, ps |
|---|---|---|
| muxes | 1 | 130 |
| buffers and inverters | 2 | 160 |
[how the worst max path moves through the flow]
stage	endpoint	slack, ps
after global routing	c[31]	-190
after CTS	c[0]	-180
final	c[31]	-180
[final cells by class]
cell class / instances / share of cell area (%)
timing repair buffer: 114 / 68.31
multi-input combinational: 32 / 28.30
tap: 46 / 3.390
Power figures rest on the tool's default switching activity, not on a simulated workload.
